**/design/flow/config.mk**
```make
export PLATFORM = sky130hd
export DESIGN_NAME = instruction_decoder
export DESIGN_NICKNAME = instruction_decoder
export VERILOG_FILES = /design/flow/design.v
export SDC_FILE = /design/flow/constraint.sdc
export NUM_CORES = 4
export LEC_CHECK = 1
export CORE_AREA = 10 10 72 72
export DIE_AREA = 0 0 82 82
```
**/design/flow/constraint.sdc**
```tcl
current_design instruction_decoder

set clk_period 1.0
set clk_io_pct 0.2

create_clock -name clk0 -period $clk_period [get_ports {clk}]

set non_clock_inputs [all_inputs -no_clocks]
set_input_delay [expr $clk_period * $clk_io_pct] -clock clk0 $non_clock_inputs
set_output_delay [expr $clk_period * $clk_io_pct] -clock clk0 [all_outputs]
```
**/design/flow/design.v**
```verilog
`timescale 1ns / 1ps
module instruction_decoder(
    input clk,
    input reset,
    input [31:0] instruction,
    output [6:0] opcode,
    output reg [20:0] imm,
    output reg [4:0] rd,
    output reg [4:0] rs1,
    output reg [4:0] rs2,
    output reg [2:0] func3,
    output reg [6:0] func7
    );
    parameter R_type = 0110011,
              I_type = 0010011,
              Load_type = 0000011,
              S_type = 0100011,
              B_type = 1100011,
              J_type = 1100111,
              U_lui = 0110111,
              U_auipc = 0010111;
    assign opcode = instruction[6:0];
    always @(posedge clk) begin 
        case (opcode) 
            R_type : begin
                     func7 <= instruction [31:25];
                     rs2 <= instruction [24:20];
                     rs1 <= instruction [19:15];
                     func3 <= instruction [14:12];
                     rd <= instruction [11:7];
                     imm <= 21'hxxxxx;
                     end
            I_type : begin
                     func7 <= 7'bxxxxxxx;
                     rs2 <= 5'bxxxxx;
                     rs1 <= instruction [19:15];
                     func3 <= instruction [14:12];
                     rd <= instruction [11:7];
                     imm <= {9'b0, instruction [31:20]};
                     end         
            Load_type : begin
                        func7 <= 7'bxxxxxxx;
                        rs2 <= 5'bxxxxx;
                        rs1 <= instruction [19:15];
                        func3 <= instruction [14:12];
                        rd <= instruction [11:7];
                        imm <= {9'b0, instruction [31:20]};
                        end
            S_type : begin
                     func7 <= 7'bxxxxxxx;
                     rs2 <= instruction [24:20];
                     rs1 <= instruction [19:15];
                     func3 <= instruction [14:12];
                     rd <= 5'bxxxxx;
                     imm <= {9'b0, instruction [31:25], instruction [11:7]};
                     end
            B_type : begin
                     func7 <= 7'bxxxxxxx;
                     rs2 <= instruction [24:20];
                     rs1 <= instruction [19:15];
                     func3 <= instruction [14:12];
                     rd <= 5'bxxxxx;
                     imm <= {9'b0,instruction [31], instruction [7], instruction [30:25], instruction[11:8], 1'b0};
                     end
            J_type : begin
                     func7 <= 7'bxxxxxxx;
                     rs2 <= 5'bxxxxx;
                     rs1 <= 5'bxxxxx;
                     func3 <= 3'bxxx;
                     rd <= instruction [11:7];
                     imm <= { instruction [31], instruction [19:12], instruction [20], instruction [30:21], 1'b0};
                     end
              U_lui, U_auipc : begin                                                                                           
                               func7 <= 7'bxxxxxxx;                                                                            
                               rs2 <= 5'bxxxxx;                                                                                
                               rs1 <= 5'bxxxxx;                                                                                
                               func3 <= 3'bxxx;                                                                                
                               rd <= instruction [11:7];                                                                       
                               imm <= {1'b0, instruction [31:12]};    
                               end 
              default : begin                                                                                                                         
                        func7 <= 7'bxxxxxxx;              
                        rs2 <= 5'bxxxxx;                  
                        rs1 <= 5'bxxxxx;                  
                        func3 <= 3'bxxx;                  
                        rd <= 5'bxxxxx;         
                        imm <= 21'bxxxxxxxxxxxxxxxxxxxxx;
                        end
               endcase
      end
endmodule
```
**/design/flow/run.sh**
```bash
#!/bin/bash
# OpenROAD 26Q1-2900-gdf79404cd8, Yosys 0.63+post, stock flow scripts
make -C /OpenROAD-flow-scripts/flow DESIGN_CONFIG=/design/flow/config.mk WORK_HOME=/design/flow/orfs finish
```
==> out/summary.log <==
qor: status.status finished, final reports clean
qor: critical_path.cp_data_arrival_time 750 ps
qor: critical_path.worstPathBufferInverterCount 1
qor: final_timing.layout_min_cycle_time 950.8 ps
qor: hold_path.hold_path_end imm[10]
qor: logic_synthesis.synth_cell_type_count 3
qor: logic_synthesis.ys_cells 54
qor: routing.postRouteAntennaNets 0
qor: critical_path.element_type_at_the_critical_path_end output pin
qor: logic_synthesis.post_synth.cell_area_avg 13.23 sq um
qor: final_timing.final_min_period_over_clock_period 95.08%
qor: critical_path.timing.critical_path.required 800 ps
qor: floorplanning.core_region_area 3689 sq um
qor: finish.final_layout_size_suffix_gt1_share 9.000%
qor: final_timing.slew_viol_final 0
qor: hold_path.worst_hold_depth 1
qor: routing.drt-total-wl 1.738 mm
qor: hold_path.timing.hold.worst.class primary input to flop
qor: routing.dr_iter_0_viols 1
qor: clocking.cts_max_path_buffers 2
qor: clocking.clk_pin_slew_worst_paths 70 ps
qor: finish.area_growth 65.15%
qor: job.cap_viol_max_count 0
qor: critical_path.max_stage_delay 320 ps
qor: critical_path.timing.critical_path.max_delay_family flip-flops
qor: critical_path.critical_path_class flop to output pin
qor: critical_path.critical_path_source_type flop
qor: place.place_congestion 0.7939
qor: logic_synthesis.postSynthSeqShare 70.05%
qor: routing.routed-via-count 444
qor: finish.nFillCells 376
qor: routing.routedWlPerCell 11.74 um
qor: power_and_ir_drop.powerDensity 1502 nW/um^2
qor: routing.remaining_drc_errors 0
qor: clocking.postCtsHoldBufs 0
qor: global_routing.antenna_violations_before_repair 0
qor: global_routing.grt_pass1_vias 486
qor: place.place.detailed.hpwl 1.598 mm
qor: floorplanning.floorplan.initialDensity 19.37%
qor: clocking.numClockSinks 25
qor: logic_synthesis.yosys_register_bits 25
qor: routing.detail_route.antenna_diodes 0
qor: floorplanning.die_width 82 um
qor: final_timing.finalHoldViolCount 0
qor: logic_synthesis.yosysChipArea 714.4 sq um
qor: global_routing.first_pass_grt_wire_length 2.387 mm
qor: global_routing.grt_usage 4.567%
qor: clocking.number_of_cts_inserted_buffers 3
qor: final_timing.report.final.setup_viol 0
qor: critical_path.cp_cell_sequence clkdlybuf4s15_1
qor: floorplanning.floorplan.io_pins 87
qor: floorplanning.placement_rows 22
qor: final_timing.max_freq 1052 MHz
qor: clocking.clk_root_buffer_cell sky130_fd_sc_hd__clkbuf_8
qor: critical_path.cp_slowest_cell sky130_fd_sc_hd__dfxtp_2
qor: power_and_ir_drop.total_power 1.773 mW
qor: critical_path.worst_setup_path_startpoint imm[10]
qor: global_routing.grt_remaining_overflow 0
qor: hold_path.min_from instruction[30]
qor: routing.post_drt_via_cell_ratio 3.000
qor: power_and_ir_drop.p_leak 0.5127 nW
qor: floorplanning.die_h 82 um
qor: logic_synthesis.synthesis.area 714.4 sq um
qor: logic_synthesis.yosysWarningCount 1
qor: clocking.cts.repair_timing.setup_buffer_count 0
qor: power_and_ir_drop.max-vdd-ir-drop 750.5 uV
qor: place.port_buffers 50
qor: routing.drt_first_pass_iters 2
qor: floorplanning.fp.dieArea 6724 sq um
qor: logic_synthesis.syn_inst 54
qor: final_timing.rsz0062_at_grt no
qor: final_timing.setup_total_negative_slack 0 ps
qor: clocking.cts_tree yes
qor: job.tool_warnings 26
qor: clocking.number_of_levels_in_the_clock_h_tree 1
qor: critical_path.path_max_fanout 1
qor: global_routing.largest_net_degree_at_the_start_of_global_routing 14
## cells in the mapped netlist
library cell              count  area share [%]
sky130_fd_sc_hd__buf_4       28              29
sky130_fd_sc_hd__dfxtp_1     25              70
sky130_fd_sc_hd__conb_1       1            0.52
## layer usage
metal | track usage, % | wire length (um) | up-vias | part of all wire, %
met5 | 0 | 0 | - | 0
met4 | 0.8503 | 31 | 0 | 1.8
li1 | - | - | 203 | -
met2 | 6.661 | 709 | 50 | 41
met3 | 5.066 | 445 | 6 | 26
met1 | 4.330 | 552 | 185 | 32
## placed cells by master, fill, tap and decap left out
cell type | netlist | routed
sky130_fd_sc_hd__clkbuf_1 | 0 | 1
sky130_fd_sc_hd__clkdlybuf4s50_1 | 0 | 25
sky130_fd_sc_hd__dfxtp_1 | 25 | 21
sky130_fd_sc_hd__dfxtp_2 | 0 | 4
sky130_fd_sc_hd__clkdlybuf4s15_1 | 0 | 23
sky130_fd_sc_hd__clkbuf_8 | 0 | 3
sky130_fd_sc_hd__clkbuf_2 | 0 | 2
sky130_fd_sc_hd__conb_1 | 1 | 21
## final cells by class
| type | count | area (sq um) | area share, % |
|---|---|---|---|
| tap | 48 | 60.06 | 5.090 |
| clock buffer | 4 | 45.04 | 3.818 |
| sequential | 25 | 505.5 | 42.84 |
| timing repair buffer | 50 | 490.5 | 41.57 |
| multi-input combinational | 21 | 78.83 | 6.681 |
## worst max path at each step
stage / end / slack (ps) / depth (start not counted)
CTS: rd[4] / 1 / 1
global route: imm[10] / 1 / 1
finish: imm[10] / 50 / 1
## through the flow
step	instances	hold slack [ps]	utilization, %	instance area (sq um)	worst slack [ps]
after CTS	148	363.4	31.78	1172	1.370
after floorplan	74	227.7	-	789.5	502.2
after global routing	148	352.6	31.99	1180	1.393
final	148	374.8	31.99	1180	49.20
after global placement	144	400.0	30.90	1140	28.19
after detailed placement	144	400.0	30.90	1140	21.36
## where the power goes
group          leakage (nW)  switching, mW  internal (mW)
logic                 0.279         0.0240          0.141
clock network        0.0228          0.262          0.283
registers             0.211         0.0123           1.05
## cells by family after synthesis
group	Yosys count	synth area share (%)
buf+inv	28	29.42
flops	25	70.05
other cells	1	0.5249
## registers in the layout, summed over array words and instances (netlist names)
signal / flops
imm: 12
rs1: 5
rd: 5
func3: 3
## timing repair
action | CTS | global route
hold endpoints to repair | 0 | 0
gates resized | 40 | 16
endpoints found under the setup margin | 25 | 14
Power and IR drop assume default switching activity.
