<file path="config.mk">
export PLATFORM = sky130hd
export DESIGN_NAME = program_counter
export DESIGN_NICKNAME = program_counter
export VERILOG_FILES = /design/flow/design.v
export SDC_FILE = /design/flow/constraint.sdc
export NUM_CORES = 4
export LEC_CHECK = 1
export CORE_AREA = 10 10 70 70
export DIE_AREA = 0 0 80 80
</file>
<file path="constraint.sdc">
current_design program_counter

set clk_period 1.0
set clk_io_pct 0.2

create_clock -name clk0 -period $clk_period [get_ports {clk}]

set non_clock_inputs [all_inputs -no_clocks]
set_input_delay [expr $clk_period * $clk_io_pct] -clock clk0 $non_clock_inputs
set_output_delay [expr $clk_period * $clk_io_pct] -clock clk0 [all_outputs]
</file>
<file path="design.v">
`timescale 1ns / 1ps
module program_counter(
    input clk,
    input reset,
    input [5:0] address,
    output reg [5:0] address_next
    );
    always @(posedge clk or posedge reset) begin
        if (reset == 1) begin
            address_next <= 6'b000000;
        end 
        else 
            address_next = address + 1'b1;
     end 
endmodule
</file>
<file path="run.sh">
#!/bin/bash
# OpenROAD 26Q1-2900-gdf79404cd8, Yosys 0.63+post, stock flow scripts
make -C /OpenROAD-flow-scripts/flow DESIGN_CONFIG=/design/flow/config.mk WORK_HOME=/design/flow/orfs finish
</file>
==> impl_metrics.tcl <==
# yosys + openroad results
set metrics [dict create \
    status "completed" \
    grt.total_usage_pct 1.63 \
    rsz0062_at_grt "false" \
    initialDrtViolationCount 1 \
    firstDrtPassIters 2 \
    top_area_cell "dfrtp_1" \
    ant_nets 0 \
    die_h_um 80 \
    synth_warnings 1 \
    period_used_pct 96.6 \
    synth_cell_types 8 \
    grt_pass1_vias 180 \
    area_growth_pct 93.5 \
    root_buffer "clkbuf_4" \
    max-vdd-ir-drop_v 0.000162 \
    fin_cells 79 \
    avgSynthCellArea_um2 14.5 \
    tritoncts "built" \
    max_slew_margin_pct 86.2 \
    arrival_ns 1.09 \
    wl_per_cell_um 6.81 \
    place_inst 76 \
    die_x_um 80 \
    setup_ws_ns 0.0340 \
    viasPerCell 2.13 \
    synth_seq_share_pct 64.9 \
    io_buffers 13 \
    power_density_nw_per_um2 1260 \
    row_count 21 \
    fp.dieArea_um2 6400 \
    gp_congestion 0.712 \
    min_period_ns 0.966 \
    dp_hpwl_um 472 \
    largest_register_ffs 6 \
    common_cells "6 x dfrtp_1, 2 x inv_1, 2 x xnor2_1, 2 x xor2_1" \
    fill_cells 392 \
    drive_above_1_share_pct 30.3 \
    grt_max_degree 7 \
    leakage_nw 0.191 \
    ff_type "dfrtp_1" \
    topCellsByArea "dfrtp_1 65%, xnor2_1 7.6%, xor2_1 7.6%, ha_1 5.4%, and3_4 4.9%" \
    hold_ws_ns 0.167 \
    hold_viol 0 \
    finalSetupViolCount 0 \
    start_kind "input port" \
    largestRegisters "address_next: 6 flops" \
    syn-instance-count 16 \
    fin_area_um2 448 \
    setup_tns_ns 0 \
    yosys_cells 16 \
    core-area_um2 3420 \
    maxCapViolCount 0 \
    ys_ff 6 \
    num_vias 168 \
    grt_pass1_wl_um 807 \
    edf_count 0 \
    fin_util_pct 13.1 \
    cts_sinks 6 \
    power.total_mw 0.562 \
    dp_slack_ns -0.279 \
    post_dp_cell_area_um2 427 \
    fmax_ghz 1.04 \
    top_cell "dfrtp_1" \
    grt-ovfl-total 0 \
    antenna_found_initial 0 \
    warning_count 25 \
    clkTransAtPathRegs_ns 0.04 \
    ys_area_um2 231 \
    syn_area_um2 231 \
    hold_path.class "in2async" \
    async_reset_ff_share_pct 100 \
    synth_top_area_share_pct 64.9 \
    path_max_fanout 2 \
    worst_pin_slew_ns 0.206 \
    cts-buffers-inserted 3 \
    regMostFlops "address_next" \
    fp_util_pct 6.78 \
    pin_count 14 \
    cts_buffer_depth 2 \
    htreeDepth 1 \
    diodes 0 \
    crit_required_ns 1.12 \
    slew_viol_final 0 \
    cp-end-kind "register" \
    totalWireLength_um 538 \
    hold_buffers 0 \
    criticalPathCategory "in2reg" \
    drc 0 \
]
layout by cell type, fill, tap and decap left out:
master / Yosys / final
and3_4: 1 / 1
buf_4: 0 / 1
clkbuf_2: 0 / 2
clkbuf_4: 0 / 3
clkdlybuf4s15_1: 0 / 4
clkdlybuf4s50_1: 0 / 5
dfrtp_1: 6 / 6
dlygate4sd2_1: 0 / 1
dlymetal6s2s_1: 0 / 1
ha_2: 0 / 1
inv_1: 2 / 2
nand3_2: 1 / 2
xnor2_1: 2 / 2
xor2_1: 2 / 2
report_power, final:
| part | total [mW] | leakage, nW | internal [mW] | switching [mW] |
|---|---|---|---|---|
| clock network | 0.212 | 0.0138 | 0.135 | 0.0773 |
| registers | 0.267 | 0.0699 | 0.263 | 0.00404 |
| logic | 0.0827 | 0.108 | 0.0562 | 0.0265 |
layout make-up:
class / count / area (µm²) / area share [%]
clock buffers: 3 / 22.5 / 5.03
inverters: 2 / 7.51 / 1.68
multi-input cells: 8 / 81.3 / 18.2
flip-flops and latches: 6 / 150 / 33.5
well taps: 46 / 57.6 / 12.8
repair buffers: 14 / 129 / 28.8
routing by layer:
layer	vias up	part of all wire, %	wire, µm	GRT usage [%]
li1	84	-	-	-
met1	68	36	191	1.47
met2	13	43	229	2.81
met3	3	17	90	1.02
met4	0	5.0	27	0.704
met5	-	0	0	0
timing repair:
| action | in CTS | in global routing |
|---|---|---|
| endpoints found under the setup margin | 7 | 4 |
| resized | 14 | 4 |
| buffers inserted | 0 | 0 |
| pin swaps | 0 | 1 |
| hold endpoints to repair | 0 | 0 |
worst max-delay path, cell delays in order:
cell and delay (ns):
clkdlybuf4s50_1 0.48, ha_2 0.20, nand3_2 0.08, xnor2_1 0.13
worst paths after layout:
path,from,endpoint,slack [ns],cells after the start
max,address[1],address_next[4],0.03,4
min,reset,address_next[3],0.17,2
min in group clk0,address[0],address_next[0],0.30,2
max in group asynchronous,reset,address_next[2],0.66,2
kinds of logic after synthesis:
kind of cell,count (synthesis),share of synthesized area (%)
AND/OR/NAND/NOR,3,11.3
adder cells (fa/ha/maj),1,5.40
buffers and inverters,2,3.24
flip-flops,6,64.9
XOR/XNOR,4,15.1
Power is estimated from default activity; no workload was simulated.
