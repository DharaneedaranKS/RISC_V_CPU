==> flow/run.sh <==
#!/bin/bash
# OpenROAD 26Q1-2900-gdf79404cd8, Yosys 0.63+post, stock flow scripts
make -C /OpenROAD-flow-scripts/flow DESIGN_CONFIG=/design/flow/config.mk WORK_HOME=/design/flow/orfs finish
==> flow/config.mk <==
export PLATFORM = sky130hd
export DESIGN_NAME = instruction_fetch
export DESIGN_NICKNAME = instruction_fetch
export VERILOG_FILES = /design/flow/design.v
export SDC_FILE = /design/flow/constraint.sdc
export NUM_CORES = 4
export LEC_CHECK = 1
export CORE_AREA = 10 10 74 74
export DIE_AREA = 0 0 84 84
==> flow/constraint.sdc <==
current_design instruction_fetch

set clk_period 4.2
set clk_io_pct 0.2

create_clock -name clk0 -period $clk_period [get_ports {clk}]

set non_clock_inputs [all_inputs -no_clocks]
set_input_delay [expr $clk_period * $clk_io_pct] -clock clk0 $non_clock_inputs
set_output_delay [expr $clk_period * $clk_io_pct] -clock clk0 [all_outputs]
==> flow/design.v <==
`timescale 1ns / 1ps
module instruction_fetch(
    input clk,
    input reset, 
    input [5:0] jump,
    output [31:0] instruction
    );
    reg [5:0] curr_address;
    wire [5:0] next_address;
    always @(*) begin
        if (reset == 1'b1)
            curr_address = 6'b0;
        else
            curr_address = next_address;
    end 
     pc update_address(.clk(clk), .reset(reset), .address(curr_address), .jump(jump), .next_address(next_address));
    instructions_memory mem(.address(curr_address), .instruction(instruction));
endmodule
`timescale 1ns / 1ps
module instructions_memory(
    input [5:0] address,
    output [31:0] instruction
    );
    reg [31:0] instruction_memory [63:0];
    initial begin 
     instruction_memory[0] = 32'h00000000;
     instruction_memory[1] = 32'h00007033;    
     instruction_memory[2] = 32'h00100093;    
     instruction_memory[3] = 32'h00200113;    
     instruction_memory[4] = 32'h00308193;    
     instruction_memory[5] = 32'h00408213;    
     instruction_memory[6] = 32'h00510293;    
     instruction_memory[7] = 32'h00610313;    
     instruction_memory[8] = 32'h00718393;    
     instruction_memory[9] = 32'h00208433;    
     instruction_memory[10] = 32'h404404B3;    
     instruction_memory[11] = 32'h00317533;   
     instruction_memory[12] = 32'h0041E5B3;   
     instruction_memory[13] = 32'h0041A633;   
     instruction_memory[14] = 32'h007346B3;   
     instruction_memory[15] = 32'h4D34F713;   
     instruction_memory[16] = 32'h8D35E793;   
     instruction_memory[17] = 32'h4D26A813;   
     instruction_memory[18] = 32'h4D244893;   
     instruction_memory[19] = 32'h02B02823;   
     instruction_memory[20] = 32'h03002603;   
    end
    assign instruction = instruction_memory[address[5:0]];
endmodule
`timescale 1ns / 1ps
module pc( input clk,
           input reset,
           input [5:0] address,
           input [5:0] jump,
           output reg [5:0] next_address
    );
    always @(posedge reset or posedge clk) begin
        if (reset == 1'b1)
            next_address <= 6'b0;
        else begin
            if (jump > 6'b0) begin
               next_address <= address + jump;
            end
            else 
                next_address <= address + 1'b1;
         end
    end
endmodule
==> flow_summary.json <==
{
  "lay_top_count": "clkdlybuf4s50_1",
  "power.density_nw_per_um2": 503.8,
  "vdd_drop_max_mv": 0.3190,
  "slew_violations": 0,
  "first_iter_violations": 82,
  "outcome": "complete, no violations",
  "top_regs": "update_address.next_address x5",
  "setup_viol_count_final": 0,
  "io_pins": 40,
  "rsz0062_at_grt": "no",
  "crit_slowest_cell": "clkdlybuf4s50_1",
  "cts_max_level": 1,
  "hpwlAfterDp_um": 2429,
  "worst_slack_ns": 0.2558,
  "grt_max_degree": 22,
  "portBuffers": 33,
  "p_leak_nw": 0.6041,
  "cts_buffers": 3,
  "yosys_cells": 140,
  "root_buffer": "clkbuf_8",
  "ys_chip_area_sq_um": 1041,
  "crit_top_cell": "clkdlybuf4s50_1",
  "grt_pass1_wl_um": 5050,
  "reg2regPathDepth": 6,
  "drcViolationCount": 0,
  "grt_overflow": 0,
  "period_used_pct": 93.91,
  "largest_register_ff_count": 5,
  "fmax_mhz": 253.5,
  "synth.avg_cell_area_sq_um": 7.436,
  "critical_path_arrival_ns": 3.10,
  "drive_above_1_share_pct": 11.38,
  "edf_count": 0,
  "final_cell_mix": "clkdlybuf4s50_1 (33), nand2_1 (15), nor2_1 (11)",
  "antenna_cells": 0,
  "antenna_found_initial": 0,
  "n_fill_cell": 448,
  "fp.dieW_um": 84,
  "final_core_util_pct": 35.10,
  "core_util_floorplan_pct": 26.21,
  "yosys_warnings": 3,
  "postCtsResizedCells": 0,
  "dpl_cell_area_sq_um": 1349,
  "synth_cells": 140,
  "ys.flop_type": "dfrtp_1",
  "min_period_ns": 3.944,
  "dr.pass1.iters": 4,
  "regMostFlops": "update_address.next_address",
  "critPathMaxFanout": 5,
  "synth_cell_types": 46,
  "seq_area_frac_synth_pct": 12.02,
  "final_cells": 217,
  "crit_family": "buffers and inverters",
  "drtAntennaViolNets": 0,
  "die_area_sq_um": 7056,
  "crit_chain": "clkdlybuf4s50_1 > nor2b_1 > inv_1 > ha_1 > o32a_1 > o21ai_1 > clkdlybuf4s50_1",
  "core-area_sq_um": 3971,
  "cts_tree": "done",
  "critPathCaptureType": "primary output",
  "clock_sinks": 5,
  "crit_required_ns": 3.36,
  "place_congestion": 0.8464,
  "critPathMaxStageDelay_ns": 0.49,
  "largest_area_cell": "dfrtp_1",
  "final_cell_area_sq_um": 1394,
  "dpl.cell_count": 213,
  "syn_area_sq_um": 1041,
  "vias": 1009,
  "async_flop_share_pct": 100.0,
  "cts_hold_buf": 0,
  "finalWirelength_um": 2991,
  "clock.latency.late_pin_ns": 0.22,
  "wl_per_cell_um": 13.78,
  "crit_cells": 7,
  "grt_pass1_vias": 1040,
  "wl_met1_um": 1355,
  "cp-start-kind": "input port",
  "hold_viol": 0,
  "dieHeight_um": 84,
  "hold_depth": 3,
  "via_per_inst": 4.650,
  "syn_to_final_growth_pct": 33.89,
  "critPathKind": "in -> out",
  "dr_wl_met2_um": 1498,
  "clk_pin_slew_ns": 0.04,
  "skew_ns": 0.004434,
  "pre_cts_ws_ns": 0.2324,
  "critPathBufInv": 3,
  "yosys_register_bits": 5,
  "maxCapViolations": 0,
  "highest_layer": "met3",
  "fin_setup_tns_ns": 0,
  "warning_count": 30,
  "top_cell_area_share_pct": 12.02,
  "worstMarginPinSlew_ns": 0.6971,
  "grt.total_usage_pct": 8.111,
  "post_cts_buffers": 0,
  "timing.hold.ws_ns": 0.8976,
  "rows": 23,
  "wl_met3_um": 137,
  "hold_path_class": "reg -> reg",
  "power.total_mw": 0.7023,
  "cts_max_path_buffers": 2,
  "area_leaders": "dfrtp_1 (12%), ha_1 (12%), buf_4 (8.7%), nand2_1 (5.4%), a21oi_1 (4.3%)",
  "max_slew_margin_pct": 53.53
}
==> synth_stat cells, drive strengths merged (2+ instances only) <==
cell type and instances:
a211o 2, a21o 3, a21oi 9, a22o 2, a22oi 3, buf 16
clkbuf 3, dfrtp 5, ha 10, inv 10, nand2 15, nand2b 5
nor2 14, nor2b 4, nor3 4, o21ai 7, o21bai 2, o22ai 2
xnor2 4
==> layer usage <==
layer,up-vias,GRT usage [%]
met2,28,14.36
met1,451,10.28
met3,0,1.772
met4,0,0.1522
li1,530,-
met5,-,0
==> tightest hold or removal path: stages, from the launching register on <==
cell and delay (ns):
dfrtp_1 0.46, nand2_1 0.10, inv_1 0.13, ha_1 0.17
==> final cells by class <==
| class | count | area [sq um] | share of cell area, % |
|---|---|---|---|
| Inverter | 10 | 37.54 | 2.693 |
| Sequential cell | 5 | 125.1 | 8.977 |
| Timing Repair Buffer | 37 | 360.3 | 25.85 |
| Multi-Input combinational cell | 111 | 763.2 | 54.76 |
| Clock buffer | 4 | 45.04 | 3.232 |
| Tap cell | 50 | 62.56 | 4.488 |
==> final timing paths <==
check                                                          from  slack [ns]                                  endpoint
hold / removal             update_address.next_address[0]$_DFF_PP0_        0.90  update_address.next_address[0]$_DFF_PP0_
setup / recovery                                              reset        0.26                           instruction[20]
max in group asynchronous                                     reset        3.06  update_address.next_address[2]$_DFF_PP0_
hold reg to reg            update_address.next_address[0]$_DFF_PP0_        0.90  update_address.next_address[0]$_DFF_PP0_
setup reg to reg           update_address.next_address[2]$_DFF_PP0_        2.26  update_address.next_address[4]$_DFF_PP0_
min in group asynchronous                                     reset        1.02  update_address.next_address[0]$_DFF_PP0_
==> logic make-up (layout without fill, tap and decap cells) <==
family                     count (synthesis)  after routing  synth area share (%)
and+or+nand+nor                           47             47                 23.44
AOI/OAI and AO/OA                         42             42                 29.45
buffers and inverters                     29             51                 16.47
adders and majority gates                 11             11                 13.94
DFF                                        5              5                 12.02
xor gates and xnor gates                   4              4                 3.365
other                                      1              6                0.3602
muxes                                      1              1                0.9616
==> power breakdown <==
part	switching [mW]	internal [mW]
logic	0.186	0.276
clock network	0.0230	0.0651
registers	0.0866	0.0656
total	0.296	0.407
Power figures rest on the tool's default switching activity, not on a simulated workload.
